==> design/flow/design.v <==
module half_adder(x, y, S, C);
    input x, y;
    output S, C;
    assign S = x ^ y;
    assign C = x & y;
endmodule
module full_adder(x,y,z,S,C);
    input x, y, z;
    output S, C;
    wire w1, w2, w3;
    half_adder h1(.x(x), .y(y), .S(w1), .C(w2));
    half_adder h2(.x(w1), .y(z), .S(S), .C(w3));
    assign C = w2 | w3;
endmodule
module adder_4bit(c, A, B, S, C);
    input wire c;
    input wire [3:0] A, B;
    output wire [3:0] S;
    output wire C;
    wire [3:0] Cs;
    full_adder fa(A[0], B[0], c, S[0], Cs[0]);
    genvar i;
    generate
    for (i = 1; i < 4; i=i+1) begin
        full_adder fa(A[i], B[i], Cs[i-1], S[i], Cs[i]);
    end
    endgenerate
    assign C = Cs[3];
endmodule
module addsuber_4bit(M, A, B, S, C);
    input wire M;
    input wire [3:0] A, B;
    output wire [3:0] S;
    output wire C;
    wire [3:0] Ws;
    genvar i;
    generate
    for (i = 0; i < 4; i = i + 1) begin
        xor(Ws[i], B[i], M);
    end
    endgenerate
    adder_4bit adder(M, A, Ws, S, C);
endmodule
==> design/flow/run.sh <==
#!/bin/bash
# OpenROAD 26Q1-2900-gdf79404cd8, Yosys 0.63+post, stock flow scripts
make -C /OpenROAD-flow-scripts/flow DESIGN_CONFIG=/design/flow/config.mk WORK_HOME=/design/flow/orfs finish
==> design/flow/config.mk <==
export PLATFORM = sky130hd
export DESIGN_NAME = addsuber_4bit
export DESIGN_NICKNAME = addsuber_4bit
export VERILOG_FILES = /design/flow/design.v
export SDC_FILE = /design/flow/constraint.sdc
export NUM_CORES = 4
export LEC_CHECK = 1
export CORE_AREA = 10 10 70 70
export DIE_AREA = 0 0 80 80
==> design/flow/constraint.sdc <==
current_design addsuber_4bit

set clk_period 3.5
set clk_io_pct 0.2

create_clock -name clk0 -period $clk_period

set non_clock_inputs [all_inputs -no_clocks]
set_input_delay [expr $clk_period * $clk_io_pct] -clock clk0 $non_clock_inputs
set_output_delay [expr $clk_period * $clk_io_pct] -clock clk0 [all_outputs]
==> results.toml <==
# physical design summary
[run_status]
status = "finished, final reports clean"

[yosys]
netlist-cell-type-count = 6
syn_area_per_cell_sq_um = 9.05
synth-seq-area-share_pct = 0
synth_cells = 17
ys_warn_count = 0
ys_cells = 17
synth_chip_area_sq_um = 154
syn_area_sq_um = 154

[critical_path]
cp-end-kind = "output port"
required_ns = 2.80
cpLargestDelayFamily = "adder cells"
worst-path-max-fanout = 3
path_depth = 7
path_buffers = 3
worst-setup-path-type = "in2out"
critPathSlowestCell = "fa_2"
crit_path_cell_trace = "dlygate4sd2_1, mux2i_2, fa_2, fa_1, inv_1, fa_1, dlygate4sd2_1"
crit_arrival_ns = 2.65
critPathLaunchType = "input pin"
max_stage_delay_ns = 0.40

[power]
p_seq_share_pct = 0
p_leak_uw = 0.000165
internal_power_uw = 35.8
clockPowerShare_pct = 0
switching_share_pct = 32.8
comb_power_share_pct = 100.0
p_per_area_nw_per_um2 = 149
power_switching_uw = 17.4
ir_drop_mv = 0.0410

[floorplan]
ios = 14
die-height_um = 80
chip_area_sq_um = 6400
rows = 21
core_area_sq_um = 3420
fp_util_pct = 4.51
dieWidth_um = 80

[global_route]
grt_max_degree = 4
overflow = 0
grtUsageTotal_pct = 1.51
grt_pass1_wl_um = 738
grt_pass1_vias = 144
antenna_found_initial = 1

[sta]
fin_setup_tns_ns = 0
fin_crit_sh_pct = 95.8
finalSetupViolations = 0
hold_viol_final = 0
post-route-min-period_ns = 3.35
fmax_ghz = 0.298
maxSlewHeadroom_pct = 84.7
drv_slew = 0
fin_hold_ws_ns = 2.01
max_slew.worst_pin.slew_ns = 0.230
rsz0062_at_grt = "no"

[cells_and_area]
final_area_sq_um = 358
syn2layout_area_growth_pct = 133
drive_gt1_share_pct = 17.2
final_cell_mix = "clkdlybuf4s50_1, inv_1, dlymetal6s2s_1"
layoutNonFillerInstCount = 76
nFillCells = 400
seqCellArea_sq_um = 0
clockBufferCount = 0
nFlopsAndLatches = 0
lay_top_count = "clkdlybuf4s50_1"
combGateArea_sq_um = 119
utilization_pct = 10.5

[drt]
vias = 129
route.detailed.drc = 0
drtPass1Iterations = 1
drt.antenna.violating_nets = 0
finalWirelength_um = 505
vias_per_cell = 1.70
wire_per_inst_um = 6.64
drt-initial-drc-count = 0

[run]
log.warning_count = 32
drv_cap = 0

[min_path]
hold_path_class = "in2out"
min_path_cells = 3

[clock_network]
cts_setup_buffers = 0
cts_hold_buffers = 0

[placement]
portBuffers = 14
gp_congestion = 0.669
place_area_sq_um = 337
dp_hpwl_um = 495
place_inst = 75
[cells in the mapped netlist]
master / n / share of area (%)
xor2_1: 2 / 11
fa_1: 3 / 39
buf_4: 4 / 20
mux2i_1: 1 / 6.5
xnor2_1: 2 / 11
inv_1: 5 / 12
[metrics by stage]
step | worst slack (ns) | power (uW)
finish | 0.147 | 53.3
global route | 0.0384 | 61.1
CTS | 0.0284 | 53.2
detailed placement | -0.327 | 55.6
global placement | -0.292 | 54.8
floorplan | 0.632 | 26.1
[power groups by stage]
stage / clock network, uW / registers [uW] / logic, uW
4_1_cts: 0 / 0 / 53.2
5_1_grt: 0.0000382 / 0 / 61.1
6_report: 0.0000382 / 0 / 53.3
[path summary, 6_finish.rpt]
path / startpoint / endpoint / slack (ns)
hold / removal: A[0] / S[0] / 2.01
setup / recovery: M / S[3] / 0.15
[kinds of logic (layout without fill, tap and decap cells)]
| group | Yosys count | count (layout) | synth area share [%] |
|---|---|---|---|
| xor+xnor | 4 | 4 | 22.8 |
| fa+ha+maj | 3 | 3 | 39.0 |
| buf+inv | 9 | 21 | 31.7 |
| mux | 1 | 1 | 6.50 |
| other cells | 0 | 1 | 0 |
[per-layer routing]
layer  part of all wire [%]  wire length [um]  track usage, %
met5                      0                 0               0
met4                      0                 0               0
met3                     26               133            1.48
met2                     12                60           0.883
met1                     62               311            2.73
[cell type report]
cell class                      instances  share of cell area, %
Tap cell                               46                   16.1
Timing Repair Buffer                   16                   44.8
Antenna cell                            1                  0.699
Multi-Input combinational cell          8                   33.2
Inverter                                5                   5.24
[timing repair]
| action | 4_1_cts | 5_1_grt |
|---|---|---|
| cloned | 0 | 0 |
| endpoints found under the setup margin | 3 | 2 |
| resized | 3 | 5 |
| endpoints found under the hold margin | 0 | 0 |
| pin swaps | 0 | 1 |
Power figures rest on the tool's default switching activity, not on a simulated workload.
